### design.v
`timescale 1ns / 1ps
module PeripheralControl(reset,
                         clk,
                         i_address,
                         i_control_read,
                         i_control_write,
                         i_control_write_data,
                         i_uart_rxd,
                         i_uart_txd,
                         i_uart_con,
                         o_control_read_data,
                         o_led,
                         o_digital
                         );
    parameter LED_ADDRESS             = 32'h4000000C;
    parameter DIGITAL_ADDRESS         = 32'h40000010;
    parameter SYS_CLK_COUNTER_ADDRESS = 32'h40000014;
    parameter UART_TXD_ADDRESS        = 32'h40000018;
    parameter UART_RXD_ADDRESS        = 32'h4000001C;
    parameter UART_CON_ADDRESS        = 32'h40000020;
    parameter CLKS_IN_1MS = 32'd10000;  
    input reset,clk;
    input i_control_read;
    input i_control_write;
    input [31:0] i_address;
    input [31:0] i_control_write_data;
    input [7:0] i_uart_rxd;
    input [7:0] i_uart_txd;
    input [2:0] i_uart_con;
    output [31:0] o_control_read_data;
    output [31:0] o_led;
    output [31:0] o_digital;
    reg [31:0] r_led;
    reg [31:0] r_digital;
    reg [31:0] r_clk;
    initial begin
        r_led     <= 32'b0;
        r_digital <= 32'b0;
        r_clk     <= 32'b0;
    end
    assign o_control_read_data = reset?32'b0:
    (~i_control_read)?32'b0:
    (i_address == LED_ADDRESS)?{24'b0, r_led[7:0]}:
    (i_address == DIGITAL_ADDRESS)?{20'b0, r_digital[7:0]}:
    (i_address == SYS_CLK_COUNTER_ADDRESS)?r_clk:
    (i_address == UART_TXD_ADDRESS)?i_uart_txd:
    (i_address == UART_RXD_ADDRESS)?i_uart_rxd:
    (i_address == UART_CON_ADDRESS)?i_uart_con:
    32'b0;
    always @(*) begin
        if(i_control_write && i_address == LED_ADDRESS)begin
            r_led <= {24'b0, i_control_write_data[7:0]};
        end
        else begin
            r_led <= r_led;
        end
        if(i_control_write && i_address == DIGITAL_ADDRESS)begin
            r_digital <= {20'b0, i_control_write_data[11:0]};
        end
        else begin
            r_digital <= r_digital;
        end
    end
    always @(posedge clk or posedge reset) begin
        if (reset) begin
            r_clk <= 32'h0;
        end
        else if(r_clk <= CLKS_IN_1MS*4) begin
            r_clk <= r_clk + 1;
        end
        else begin
            r_clk <= 32'h0;
        end
    end
    assign o_led     = reset?0:r_led;
    assign o_digital = reset?0:r_digital;
endmodule
### run.sh
#!/bin/bash
# OpenROAD 26Q1-2900-gdf79404cd8, Yosys 0.63+post, stock flow scripts
make -C /OpenROAD-flow-scripts/flow DESIGN_CONFIG=/design/flow/config.mk WORK_HOME=/design/flow/orfs finish
### config.mk
export PLATFORM = sky130hd
export DESIGN_NAME = PeripheralControl
export DESIGN_NICKNAME = PeripheralControl
export VERILOG_FILES = /design/flow/design.v
export SDC_FILE = /design/flow/constraint.sdc
export NUM_CORES = 4
export LEC_CHECK = 1
export CORE_AREA = 10 10 128 128
export DIE_AREA = 0 0 138 138
### constraint.sdc
current_design PeripheralControl

set clk_period 10.8
set clk_io_pct 0.2

create_clock -name clk0 -period $clk_period [get_ports {clk}]

set non_clock_inputs [all_inputs -no_clocks]
set_input_delay [expr $clk_period * $clk_io_pct] -clock clk0 $non_clock_inputs
set_output_delay [expr $clk_period * $clk_io_pct] -clock clk0 [all_outputs]
==> ci_impl_report.md <==
## Implementation flow summary

| Metric | Value |
|---|---|
| Worst Hold Class | flop to flop |
| Htree depth | 2 |
| Clock skew | 0.002209 ns |
| Hold-fix buffers at CTS | 0 |
| CP Capture Type | primary output |
| RSZ-0062 raised after global routing | false |
| Leakage | 1.619 nW |
| Switching Fraction | 20.76% |
| Remaining global-route overflow | 0 |
| Layout cell share with drive strength beyond 1 | 5.923% |
| GP Congestion | 0.8503 |
| Hold endpoint | r_clk[0]$_DFF_PP0_ |
| CP Launch Type | primary input |
| Fin Setup TNS | 0 ns |
| Worst reg-to-reg path cell count | 7 |
| Cell area leaders | dfrtp_1 (28%), buf_4 (12%), dlxtp_1 (11%) |
| 1st-pass router iterations | 4 |
| Flops & latches, synth | 52 |
| CTS tree | done |
| Log Warnings | 46 |
| Max_cap viols | 0 |
| Final ANT Viol Nets | 0 |
| Setup violators final | 0 |
| Insertion Delay late pin | 0.27 ns |
| Int Pwr | 0.2336 mW |
| FMAX | 0.1350 GHz |
| Switch Pwr | 0.06121 mW |
| Synth Instances | 307 |
| Crit Path Category | primary input to primary output |
| CTS Buf Count | 5 |
| HPWL Detailed | 7.275 mm |
| Register pins left without a clock | 20 |
| Final Non-Filler Cells | 619 |
| Hold Path Depth | 1 |
| Ys cells | 307 |
| Detailed Route WL | 8.722 mm |
| Overall routing resource usage | 8.702% |
| Clock power share | 41.9% |
| Critical path, cell by cell | clkdlybuf4s50_1, inv_2, nand3_1, nor3_2, o221a_1, clkdlybuf4s50_1 |
| Logic pwr share | 15.5% |
| Status | finished clean |
| Slew @ Worst Pin | 0.7201 ns |
| Endpoints left unconstrained | 20 |
| Cell family with most CP delay | buffers and inverters |
| Pre-CTS WS | 3.282 ns |
| # fillers | 1449 |
| Vias in the first global route | 2540 |
| Ys Warns | 1 |
| Mapped cell area | 2811 µm² |
| Crit path DAT | 5.25 ns |
| Setup ws final | 3.393 ns |
| Synthesized chip area reported by yosys | 2811 µm² |
| CP max stage cell | clkdlybuf4s50_1 |
| Pre-Place Util | 20.41% |
| Post-Syn Area per Cell | 9.158 µm² |
| Initial antenna violation count | 0 |
| Fin crit period | 7.407 ns |
| Worst hold slack | 0.5308 ns |
| FF-to-FF setup slack | 8.98 ns |
| 1st-iter DRT viols | 83 |
| PostCTS Resize Cnt | 0 |
| Average wire per standard cell | 14.09 µm |
| Hold path startpoint | r_clk[0]$_DFF_PP0_ |
| I/O pins | 183 |
| CTS Root Cell | clkbuf_16 |
| Placed Cells | 614 |
| CTS Buffer Depth | 2 |
| Die W | 138 µm |
| First-pass GRT wire length | 13.87 mm |
| VDD IR-drop max | 68.25 µV |
| Worst R2R End | r_clk[11]$_DFF_PP0_ |
| Vias per cell | 3.968 |
| Max-area cell share | 28.48% |
| DIE HEIGHT | 138 µm |
| Final hold vios | 0 |
| Slowest stage delay, CP | 0.77 ns |
| Area grow syn2layout | 49.89% |
| Core area | 13770 µm² |
| Period Utilization, post-route | 68.58% |
| Setup Buffers After CTS | 0 |
| Reg2Reg Launch Point | r_clk[0]$_DFF_PP0_ |
| Diode count | 0 |
| Placement row count | 43 |
| Pwr/cell area | 69.97 nW/µm² |
| Crit Path Max Fanout | 33 |
| Relative slew slack | 51.93% |
| Chip Area | 19040 µm² |
| DRC viols | 0 |
| Most used cell, CP | clkdlybuf4s50_1 |
| IO buf count | 118 |
| DR vias | 2456 |
| Crit path DRT | 8.64 ns |
| Clock transition at path regs | 0.05 ns |
| Pins Over Slew Limit | 0 |
| Leading area contributor after synthesis | dfrtp_1 |
| Worst Path Buf+Inv | 3 |
| Largest net degree at the start of global routing | 34 |
| Yosys cell types | 40 |
| Sequential cell fraction of total power | 42.6% |
==> layout by cell type, fill, tap and decap left out, drive strengths merged, types with 4 or more instances in the layout <==
| cell type | instances |
|---|---|
| a21oi | 7 |
| a22oi | 5 |
| a31oi | 6 |
| and2 | 25 |
| buf | 5 |
| clkbuf | 5 |
| clkdlybuf4s50 | 118 |
| conb | 60 |
| dfrtp | 32 |
| dlxtp | 20 |
| inv | 5 |
| nand2 | 16 |
| nand2b | 6 |
| nand3 | 12 |
| nand4 | 4 |
| nor2 | 12 |
| nor2b | 24 |
| nor3 | 19 |
| nor4 | 16 |
| o21ai | 5 |
| o221a | 8 |
| xnor2 | 11 |
==> flip-flops by register name (all words and copies together) (netlist names) <==
| signal | flops |
|---|---|
| r_digital | 12 |
| r_clk | 32 |
| r_led | 8 |
==> area by class of cell <==
class / count / area, µm² / area share [%]
repair buffers: 123 / 1219 / 28.92
well taps: 180 / 225.2 / 5.344
clock buffers: 5 / 125.1 / 2.969
multi-input cells: 254 / 1525 / 36.19
inverters: 5 / 18.77 / 0.4454
flip-flops and latches: 52 / 1101 / 26.13
==> per-stage QoR <==
step / util, % / instance area [µm²] / power [mW]
6_report: 30.60 / 4214 / 0.2949
3_5_place_dp: 29.69 / 4089 / 0.1740
4_1_cts: 30.60 / 4214 / 0.2989
2_1_floorplan: - / 3033 / 0.1514
3_3_place_gp: 29.69 / 4089 / 0.1738
5_1_grt: 30.60 / 4214 / 0.3108
==> cells in the mapped netlist <==
cell,number
nand2b_1,6
buf_2,1
and3b_1,1
nor4_1,16
nand3b_1,1
and2_1,25
inv_2,1
inv_1,4
nor4b_1,1
nor3_2,11
nand3_1,12
xor2_1,2
mux2_2,1
nand4_1,4
a32oi_1,3
or4b_1,1
nor2_1,12
a21oi_2,1
and3_1,1
xnor2_1,11
dfrtp_1,32
nor4b_2,1
nor2b_1,24
o21ai_1,1
nand2_1,16
buf_6,1
nor4b_4,1
a31oi_1,6
ha_1,2
conb_1,1
dlxtp_1,20
nor3b_1,1
mux2_1,2
a21oi_1,6
clkbuf_1,7
a22oi_1,5
nor3_1,8
o221a_1,8
o21ai_0,4
buf_4,46
==> logic make-up after synthesis <==
kind of cell / count (synthesis) / share of synthesized area [%]
and+or+nand+nor: 142 / 31.02
muxes: 3 / 1.202
AOI/OAI and AO/OA: 34 / 9.079
other: 1 / 0.1334
DFF: 32 / 28.48
buffers and inverters: 60 / 14.46
latches: 20 / 10.68
adders and majority gates: 2 / 0.8899
xor gates and xnor gates: 13 / 4.050
==> power groups by stage <==
| stage | clock (mW) | combinational [mW] | sequential, mW |
|---|---|---|---|
| 6_report | 0.124 | 0.0457 | 0.126 |
| 5_1_grt | 0.134 | 0.0508 | 0.126 |
| 4_1_cts | 0.126 | 0.0469 | 0.126 |
==> worst max path at each step <==
stage | start | to | slack, ns | cells past startpoint
6_report | reset | o_control_read_data[5] | 3.39 | 6
4_1_cts | reset | o_control_read_data[0] | 3.29 | 6
5_1_grt | reset | o_control_read_data[3] | 2.99 | 6
==> worst register-to-register path: cells and delay by family, from the launching register on <==
kind                       cells  cell delay, ns
and+or+nand+nor                2            0.64
adders and majority gates      1            0.13
AOI/OAI and AO/OA              2            0.24
buffers and inverters          2            0.29
DFF                            1            0.42
==> metal layers <==
| layer | track usage, % | wire length (µm) | up-vias |
|---|---|---|---|
| met3 | 3.819 | 854 | 4 |
| met4 | 0.4440 | 34 | 0 |
| met1 | 12.14 | 4106 | 1101 |
| met2 | 12.85 | 3727 | 117 |
| li1 | - | - | 1234 |
| met5 | 0 | 0 | - |
No activity file was given, so power comes from the tool's default toggle rates.
