==> /design/flow/design.v <==
`timescale 1ns / 1ps
module RegisterFile(reset,
                    clk,
                    i_reg_write,
                    i_read_register1,
                    i_read_register2,
                    i_write_register,
                    i_write_data,
                    o_read_data1,
                    o_read_data2);
    input reset, clk;
    input i_reg_write;
    input [4:0] i_read_register1, i_read_register2, i_write_register;
    input [31:0] i_write_data;
    output [31:0] o_read_data1, o_read_data2;
    reg [31:0] RF_data[31:1];
    assign o_read_data1 = (i_read_register1 == 5'b00000)? 32'h00000000: 
    (i_write_register == i_read_register1)?i_write_data:
    RF_data[i_read_register1];
    assign o_read_data2 = (i_read_register2 == 5'b00000)? 32'h00000000: 
    (i_write_register == i_read_register2)?i_write_data:
    RF_data[i_read_register2];
    integer i;
    always @(posedge reset or posedge clk) begin
		if (reset) begin
			for (i = 1; i < 32; i = i + 1) begin
				RF_data[i] <= 32'h00000000;
			end
		end else if (i_reg_write && (i_write_register != 5'b00000)) begin
			RF_data[i_write_register] <= i_write_data;
		end
	end
endmodule
==> /design/flow/run.sh <==
#!/bin/bash
# OpenROAD 26Q1-2900-gdf79404cd8, Yosys 0.63+post, stock flow scripts
make -C /OpenROAD-flow-scripts/flow DESIGN_CONFIG=/design/flow/config.mk WORK_HOME=/design/flow/orfs finish
==> /design/flow/config.mk <==
export PLATFORM = sky130hd
export DESIGN_NAME = RegisterFile
export DESIGN_NICKNAME = RegisterFile
export VERILOG_FILES = /design/flow/design.v
export SDC_FILE = /design/flow/constraint.sdc
export NUM_CORES = 4
export LEC_CHECK = 1
export CORE_UTILIZATION = 50
==> /design/flow/constraint.sdc <==
current_design RegisterFile

set clk_period 12.5
set clk_io_pct 0.2

create_clock -name clk0 -period $clk_period [get_ports {clk}]

set non_clock_inputs [all_inputs -no_clocks]
set_input_delay [expr $clk_period * $clk_io_pct] -clock clk0 $non_clock_inputs
set_output_delay [expr $clk_period * $clk_io_pct] -clock clk0 [all_outputs]
==> impl_metrics.json <==
{
  "die_area_mm2": 0.1047,
  "rrSetupSlack_ns": 11.47,
  "synth_cells": 4542,
  "postCtsSetupBuffers": 0,
  "report.power.total_w": 0.009246,
  "wl_met2_mm": 111.0,
  "ys_ff": 992,
  "met1_length_mm": 99.13,
  "die-width_um": 323.5,
  "cp_max_fo": 25,
  "clk_pin_slew_worst_paths_ns": 0.06,
  "postPlaceCellArea_mm2": 0.05488,
  "syn_area_mm2": 0.05168,
  "avgSynthCellArea_um2": 11.38,
  "vias": 47590,
  "wl_per_cell_um": 47.42,
  "port_buffers": 113,
  "fmax_ghz": 0.1049,
  "top_cell_area_share": 0.4803,
  "stdcell_area_mm2": 0.05871,
  "min_period_ns": 9.535,
  "yosys-top-cells-area": "dfrtp_1 (48%), mux2_2 (22%), a22oi_1 (8.4%)",
  "cap_violations": 0,
  "cts_tree": "built",
  "std_cell_rows": 117,
  "viasPerCell": 7.871,
  "core_area_mm2": 0.1022,
  "drtAntennaViolNets": 0,
  "arrival_ns": 7.04,
  "worstMarginPinSlew_ns": 1.369,
  "cts_buffer_depth": 3,
  "r2r_start": "RF_data[5][14]",
  "maxSlewViolCount": 0,
  "startpoint": "i_read_register2[2]",
  "drc": 0,
  "drive_gt1_frac": 0.3369,
  "num_io_pins": 114,
  "status": "finished, final reports clean",
  "worst_hold_slack_ns": 0.5171,
  "hold_viol": 0,
  "grt_pass1_vias": 45180,
  "ys_warn_count": 2,
  "ys_types": 74,
  "yosys.stat.seqShare": 0.4803,
  "slew_headroom": 0.06392,
  "numCtsBuffers": 108,
  "syn_to_final_growth_pct": 13.61,
  "grt-ovfl-total": 0,
  "cts_num_sinks": 992,
  "met3_length_mm": 48.66,
  "ir_worst_vdd_mv": 0.1231,
  "warnings": 47,
  "critPathRequiredTime_ns": 10.00,
  "antenna_found_initial": 32,
  "topRoutingLayerUsed": "met5",
  "yosys.area.top_type": "dfrtp_1",
  "grt_pass1_wl_mm": 385.4,
  "endpoint_kind": "primary output",
  "cts-root-buf": "clkbuf_16",
  "synth-edff-count": 0,
  "finalSetupViolations": 0,
  "setup.worst_path.class": "in2out",
  "drtIter0Drc": 6452,
  "startpoint_type": "input port",
  "top_register": "RF_data",
  "p_leak_nw": 26.32,
  "wirelength_mm": 286.8,
  "largest_reg_flops": 992,
  "hold_buffers": 0,
  "dominantRegCellSynth": "dfrtp_1",
  "yosys_area_mm2": 0.05168,
  "grt_max_degree": 115,
  "synthArstFlopShare": 1.000,
  "dr.pass1.iters": 11,
  "utilization": 0.5746,
  "cts-htree-levels": 3,
  "yosys_cells": 4542,
  "hp-start": "RF_data[16][24]",
  "track_usage": 0.5758,
  "hold_class": "reg2reg",
  "cts.repair.resized": 0,
  "place_hpwl_mm": 173.0,
  "pwr_density_cell_mw_per_mm2": 157.5,
  "fin_crit_sh": 0.7628,
  "core_util_floorplan": 0.5058,
  "fin_skew_ns": 0,
  "gp_congestion": 1.075,
  "top_regs": "RF_data: 992 flops",
  "clock_latency_ns": 0.72,
  "grt_setup_unrepaired": "no",
  "die_y_um": 323.5
}
cells in the mapped netlist, types with 62 or more instances:
cell,number
dfrtp_1,992
buf_2,149
nand2_1,168
a22oi_1,578
clkbuf_1,261
nand4_1,123
and3_1,362
nand3_1,99
nor4_1,62
mux2_2,990
a2111oi_0,106
o21ai_0,84
nor2_1,79
routing by layer:
metal,up-vias,global-route usage
li1,17520,-
met1,23570,0.7181
met2,4728,0.7251
met3,1748,0.3736
met4,24,0.4005
met5,-,0.01898
power by group:
group	internal (W)	switching [W]
Clock	0.00193	0.00144
Combinational	0.000686	0.000702
Sequential	0.00383	0.000653
cells in the final DEF (no fill, tap or decap), types with 104 or more instances in the layout:
cell type        instances
a2111oi_0              105
dfrtp_1                992
mux2_2                 990
and3_1                 359
clkdlybuf4s50_1        104
nand4_1                123
buf_4                  237
nand2_1                158
a22oi_1                578
clkbuf_16              108
metrics by stage:
step | worst slack [ns] | setup TNS (ns) | std cells
3_5_place_dp | 3.227 | 0 | 5789
4_1_cts | 3.212 | 0 | 5990
2_1_floorplan | -3.666 | -3637.01 | 4542
5_1_grt | 3.024 | 0 | 5995
3_3_place_gp | 3.293 | 0 | 5789
6_report | 2.965 | 0 | 6047
worst paths after layout:
| check | to | cells past startpoint |
|---|---|---|
| min reg2reg | RF_data[16][24] | 1 |
| min | RF_data[16][24] | 1 |
| max reg2reg | RF_data[5][14] | 1 |
| min in group asynchronous | RF_data[1][14] | 2 |
| max | o_read_data2[7] | 10 |
| max in group asynchronous | RF_data[30][30] | 6 |
critical path: stages:
cell and delay (ns):
clkdlybuf4s50_1 0.43, buf_4 0.28, and2_2 0.57, buf_4 0.39
and3_1 0.20, a2111oi_0 1.14, nand3_1 0.17, nor4_1 0.70
o21ai_1 0.17, clkdlybuf4s50_1 0.44
logic make-up (layout without fill, tap and decap cells):
group,Yosys count,in the layout,synth area share
AND-OR/OR-AND,1004,1004,0.1422
XOR/XNOR,8,8,0.001356
buffers and inverters,484,564,0.04152
flip-flops,992,992,0.4803
multiplexers,1010,1010,0.2198
other,0,57,0
AND/OR/NAND/NOR,1044,1044,0.1148
cell type report:
cell class                      instances  area (um2)
Fill cell                            8517       43470
Antenna cell                           57       142.6
Sequential cell                       992       24820
Multi-Input combinational cell       3066       25360
Clock inverter                         53       629.4
Timing Repair Buffer                  354        2945
Tap cell                             1368        1712
Clock buffer                          148        3063
Inverter                                9       37.54
Power is estimated from default activity; no workload was simulated.
