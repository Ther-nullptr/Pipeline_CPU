==> design/flow/design.v <==
`timescale 1ns / 1ps
module ID_EX_Register(reset,
                      clk,
                      i_flush,
                      i_reg_write,
                      i_mem_to_reg,
                      i_mem_read,
                      i_mem_write,
                      i_reg_dst,
                      i_alu_op,
                      i_alu_src_a,
                      i_alu_src_b,
                      i_branch,
                      i_pc_4,
                      i_data_1,
                      i_data_2,
                      i_imm_ext,
                      i_imm_ext_shift,
                      i_rs,
                      i_rt,
                      i_rd,
                      i_shamt,
                      i_funct,
                      o_reg_write,
                      o_mem_to_reg,
                      o_mem_read,
                      o_mem_write,
                      o_reg_dst,
                      o_alu_op,
                      o_alu_src_a,
                      o_alu_src_b,
                      o_branch,
                      o_pc_4,
                      o_data_1,
                      o_data_2,
                      o_imm_ext,
                      o_imm_ext_shift,
                      o_rs,
                      o_rt,
                      o_rd,
                      o_shamt,
                      o_funct
                      );
    input reset;
    input clk;
    input i_flush;
    input i_reg_write;
    input i_mem_read;
    input i_mem_write;
    input i_alu_src_a;
    input i_alu_src_b;
    input [1:0] i_mem_to_reg;
    input [1:0] i_reg_dst;
    input [2:0] i_branch;
    input [2:0] i_alu_op;
    input [4:0] i_shamt;
    input [4:0] i_rs;
    input [4:0] i_rt;
    input [4:0] i_rd;
    input [5:0] i_funct;
    input [31:0] i_pc_4;
    input [31:0] i_data_1;
    input [31:0] i_data_2;
    input [31:0] i_imm_ext;
    input [31:0] i_imm_ext_shift;
    output reg o_reg_write;
    output reg o_mem_read;
    output reg o_mem_write;
    output reg o_alu_src_a;
    output reg o_alu_src_b;
    output reg [1:0] o_mem_to_reg;
    output reg [1:0] o_reg_dst;
    output reg [2:0] o_branch;
    output reg [2:0] o_alu_op;
    output reg [4:0] o_shamt;
    output reg [4:0] o_rs;
    output reg [4:0] o_rt;
    output reg [4:0] o_rd;
    output reg [5:0] o_funct;
    output reg [31:0] o_pc_4;
    output reg [31:0] o_data_1;
    output reg [31:0] o_data_2;
    output reg [31:0] o_imm_ext;
    output reg [31:0] o_imm_ext_shift;
    always @(posedge clk) begin
        if (!i_flush) begin
            o_reg_write     <= i_reg_write;
            o_mem_write     <= i_mem_write;
            o_mem_read      <= i_mem_read;
            o_alu_src_a     <= i_alu_src_a;
            o_alu_src_b     <= i_alu_src_b;
            o_branch        <= i_branch;
            o_pc_4          <= i_pc_4 ;
            o_data_1        <= i_data_1;
            o_data_2        <= i_data_2 ;
            o_mem_to_reg    <= i_mem_to_reg;
            o_reg_dst       <= i_reg_dst;
            o_alu_op        <= i_alu_op ;
            o_rs            <= i_rs;
            o_rt            <= i_rt;
            o_rd            <= i_rd;
            o_shamt         <= i_shamt;
            o_funct         <= i_funct;
            o_imm_ext       <= i_imm_ext;
            o_imm_ext_shift <= i_imm_ext_shift;
        end
        else begin
            o_reg_write     <= 0;
            o_mem_read      <= 0;
            o_mem_write     <= 0;
            o_alu_src_a     <= 0;
            o_alu_src_b     <= 0;
            o_branch        <= 0;
            o_pc_4          <= 0;
            o_data_1        <= 0;
            o_data_2        <= 0;
            o_mem_to_reg    <= 0;
            o_reg_dst       <= 0;
            o_alu_op        <= 0;
            o_rs            <= 0;
            o_rt            <= 0;
            o_rd            <= 0;
            o_shamt         <= 0;
            o_funct         <= 0;
            o_imm_ext       <= 0;
            o_imm_ext_shift <= 0;
        end
    end
endmodule
==> design/flow/run.sh <==
#!/bin/bash
# OpenROAD 26Q1-2900-gdf79404cd8, Yosys 0.63+post, stock flow scripts
make -C /OpenROAD-flow-scripts/flow DESIGN_CONFIG=/design/flow/config.mk WORK_HOME=/design/flow/orfs finish
==> design/flow/config.mk <==
export PLATFORM = sky130hd
export DESIGN_NAME = ID_EX_Register
export DESIGN_NICKNAME = ID_EX_Register
export VERILOG_FILES = /design/flow/design.v
export SDC_FILE = /design/flow/constraint.sdc
export NUM_CORES = 4
export LEC_CHECK = 1
export CORE_AREA = 10 10 210 210
export DIE_AREA = 0 0 220 220
==> design/flow/constraint.sdc <==
current_design ID_EX_Register

set clk_period 1.0
set clk_io_pct 0.2

create_clock -name clk0 -period $clk_period [get_ports {clk}]

set non_clock_inputs [all_inputs -no_clocks]
set_input_delay [expr $clk_period * $clk_io_pct] -clock clk0 $non_clock_inputs
set_output_delay [expr $clk_period * $clk_io_pct] -clock clk0 [all_outputs]
==> summary.txt <==
The synthesis and place-and-route flow finished, so here is a summary.

The flow ran to the end, but the final reports show violations. The checks that failed: negative setup slack. Power spread over the standard cell area amounts to about 1800 nW/um^2. The count of antenna diodes in the layout is 0. Post-CTS timing repair inserted 0 buffers for setup. The deepest level of the CTS H-tree is 1. The wire length per cell after detailed routing is ~15 um.

The number of distinct standard cells referenced by the synthesized netlist is 6. The headroom to the max-slew limit is approximately 85%. The clock transition at the registers of the reported paths is 60 ps. Hold timing on the final database bottoms out at a slack of roughly 100 ps. The die is 220 um wide.

The fmax came out at slightly above 0.8 GHz. The largest total area in the synthesized netlist belongs to sky130_fd_sc_hd__dfxtp_1. The layout has roughly 4200 filler cells. The placeable core region is 39640 sq um. The floorplan row count came out at 73.

The via density per instance came out at about 3.1. The post-detailed-route DRC marker count came out at 0. The number of port buffers is between 400 and 500.

The data arrival time of the critical path came out at around 1000 ps. The startpoint of the worst setup timing path is o_pc_4[29]. The number of cell instances after yosys synthesis came out at between 400 and 500.

Data on the critical path is required at its endpoint by roughly 800 ps. The aggregate routed wire length is 21.43 mm. The number of max-cap violations came out at 0. Once routing completed, OpenROAD measured the worst setup slack at -226.6 ps.

The effective utilization at floorplan is a little over an eighth. The cell family contributing the most delay on the critical path is flip-flops. The overall chip area came out at slightly below 50000 sq um. Recorded from the global router log, the overflow total was 0. The number of placed cells counting well taps is between 1000 and 1500. The maximum net fanout on the critical path came out at 1. The cell area after placement came out at between 10000 and 15000 sq um. The final standard cell count with taps included and fillers excluded is 1394.

Pins over their slew limit in the final report were tallied at 0. Listed in order, past its start point the critical path passes buf_6. The average size of a mapped cell is about 13 sq um. The pin slew with the least headroom to its limit came out at about 220 ps. After synthesis the netlist holds a flip-flop and latch count of 201.

The leakage power summed over all cells came out at 0.004406 uW. The routability congestion estimate from global placement came out at 0.8440. The final design instance area without fill is 10120 sq um. The main area contributors are sky130_fd_sc_hd__dfxtp_1 74%, sky130_fd_sc_hd__nor2b_1 23%, sky130_fd_sc_hd__buf_4 1.4%, sky130_fd_sc_hd__buf_2 1.0%, sky130_fd_sc_hd__and2b_1 0.28%. The setup path with the least slack is of type reg2out. The number of cells produced by synthesis is about 420. The initial antenna violation count came out at 0. In this run, CTS created clock tree buffers numbering 23. The OpenROAD warning count came out at 28.

The sum of negative setup slack is -23060 ps. The total area of multi-input combinational cells is around 1300 sq um. The category of the worst setup path capture point is an output port.

The worst setup path is launched from a flip-flop. The last timing report of the flow puts the setup violation total at 201. The initial DRC count came out at 149. CTS reports a maximum clock tree buffer depth of 3. The detailed-routing iteration count for the pre-antenna-repair pass came out at 4. The number of global-route vias before repair is roughly 4500.

Setup repair after global routing could not meet its margin everywhere. The via total after detailed routing is between 4000 and 5000. The total of warnings raised by yosys is 1. The number of top-level pins is a little over 400. The min-delay analysis places its worst path in the category in2reg. The largest net degree at the start of global routing is 37. The critical path's slowest stage uses the library cell sky130_fd_sc_hd__dfxtp_4. The fraction of layout cells with a size suffix above 1 came out at 35.44%. The synthesized netlist occupies a cell area of approximately 5400 sq um. The chip area line in the Yosys stat output reads about 5400 sq um. The count of buffering cells on the critical path with inverters included came out at 1. The final clock period utilization by the worst path came out at 122.7%. The sequential cell area came out at around 4000 sq um. The top-area cell type share of the netlist area is 74.27%. The count of clock tree sinks is 201. The maximum resistive drop on vdd came out at 1.187 mV.

Relative to the synthesized area, the layout overhead comes to 86.74%. The global router's overall resource usage is about 8.3%. The count of nets left with antenna violations once routing finished came out at 0. From bottom edge to top edge, the die measures between 200 and 250 um. The post-detailed-placement half-perimeter wirelength came out at about 17 mm. The design draws 18650 uW. The post-cts hold-fix buffer tally is 0. STA lists the startpoint of the worst hold path as i_flush. Counting I/O delays and the setup requirement, the final critical path takes around 1200 ps. The final hold violation count is 0. TritonCTS built the clock tree. Sequential elements use approximately three quarters of the synthesized area.

The tree is rooted in a sky130_fd_sc_hd__clkbuf_16. The first global-routing pass estimated around 29 mm of wire. Per STA, the highest per-stage delay on the worst path measures 400 ps.
==> kinds of logic after synthesis <==
kind of cell,share of synthesized area (%)
flops,74.27
simple gates,23.26
buf+inv,2.471
==> stage by stage <==
stage               worst slack [ps]  util, %
global placement              -270.5    25.76
CTS                           -292.8    25.35
global route                  -268.9    25.52
floorplan                      250.2        -
finish                        -226.6    25.52
detailed placement            -260.5    25.76
==> synth_stat cells (all sizes together) <==
cell	instances
and2b	2
clkbuf	1
dfxtp	201
buf	21
nor2b	199
==> path summary, 6_finish.rpt <==
path,end,slack (ps),cells past startpoint
worst max-delay path,o_pc_4[29],-230,1
worst min-delay path,o_pc_4[25],100,3
==> layout by cell type (no fill, tap or decap) <==
cell type,count
sky130_fd_sc_hd__bufinv_16,2
sky130_fd_sc_hd__dfxtp_1,152
sky130_fd_sc_hd__nor2b_1,199
sky130_fd_sc_hd__buf_2,187
sky130_fd_sc_hd__buf_6,15
sky130_fd_sc_hd__dfxtp_2,45
sky130_fd_sc_hd__buf_4,18
sky130_fd_sc_hd__clkbuf_8,5
sky130_fd_sc_hd__buf_12,5
sky130_fd_sc_hd__dfxtp_4,4
sky130_fd_sc_hd__and2b_1,2
sky130_fd_sc_hd__clkbuf_1,7
sky130_fd_sc_hd__clkinvlp_4,1
sky130_fd_sc_hd__clkbuf_16,23
sky130_fd_sc_hd__clkinv_2,3
sky130_fd_sc_hd__clkdlybuf4s50_1,201
==> cell type report <==
type	instances	area share [%]
clock buffers	35	6.629
repair buffers	426	33.13
flip-flops and latches	201	40.48
well taps	525	6.493
clock inverters	6	0.8162
multi-input cells	201	12.45
==> routing by layer <==
metal / global-route usage (%) / wire length, um
met5: 0 / 0
met4: 1.917 / 553
met3: 5.391 / 3509
met2: 13.08 / 9502
met1: 9.095 / 7863
==> power by group <==
part / switching, uW / leakage (uW) / internal [uW]
combinational: 458 / 0.00235 / 1260
sequential: 117 / 0.00169 / 8460
clock: 3250 / 0.000368 / 5110
==> what timing repair did <==
| action | CTS | global route |
|---|---|---|
| gates resized | 697 | 23 |
| setup endpoints to repair | 201 | 201 |
| pin swaps | 0 | 0 |
Power figures rest on the tool's default switching activity, not on a simulated workload.
